==> flow/design.v <==
module possible_apple
#(
    parameter    SIZE_X = 8'd10,
    parameter    SIZE_Y = 8'd10,
    parameter    FIELD_SIZE = (SIZE_X * SIZE_Y) * 2'd3,
    parameter    SBITS = $clog2(SIZE_X * SIZE_Y)
)
(
    input   wire    [SBITS-1:0] 		seed,
    input   wire 	[FIELD_SIZE-1:0]    field,
    output  wire    [SBITS-1:0] apple_pos
);
wire [SBITS-1:0] sets_seed [SIZE_X * SIZE_Y - 1:0];
assign sets_seed[0] = SIZE_X * SIZE_Y - 1;
genvar Gi;
generate for (Gi = 1; Gi < SIZE_X * SIZE_Y; Gi = Gi + 1)
begin: loop1
    assign sets_seed[Gi] = (field[(Gi + 1) * 3 - 1:Gi * 3] == 3'd0) ? Gi : sets_seed[Gi - 1];
end
endgenerate
assign apple_pos = sets_seed[seed];
endmodule
module snake_field
#(
    parameter    SIZE_X = 8'd10,
    parameter    SIZE_Y = 8'd10,
    parameter    FIELD_SIZE = (SIZE_X * SIZE_Y) * 2'd3,
    parameter    SBITS = $clog2(SIZE_X * SIZE_Y)
)
(
    input   wire                clk,
    input   wire                rst,
    input   wire                start,
    input   wire                step,
    input   wire    [1:0]       snake_dir,
    input   wire    [SBITS-1:0] seed,
    output  reg [FIELD_SIZE-1:0]    field,
    output  wire [SBITS-1:0] apple_pos
);
localparam XBITS = $clog2(SIZE_X);
localparam YBITS = $clog2(SIZE_Y);
reg [XBITS-1:0] tail_pos_x;
reg [YBITS-1:0] tail_pos_y;
reg [XBITS-1:0] head_pos_x;
reg [YBITS-1:0] head_pos_y;
reg [1:0] true_dir;
localparam POSBITS = $clog2(FIELD_SIZE);
wire [POSBITS-1:0] tail_pos = (tail_pos_y * SIZE_X + tail_pos_x) * 2'd3;
wire [POSBITS-1:0] head_pos = (head_pos_y * SIZE_X + head_pos_x) * 2'd3;
wire [POSBITS-1:0] head_pos_u = ((head_pos_y - 1'd1) * SIZE_X + head_pos_x) * 2'd3;
wire [POSBITS-1:0] head_pos_d = ((head_pos_y + 1'd1) * SIZE_X + head_pos_x) * 2'd3;
wire [POSBITS-1:0] head_pos_r = (head_pos_y * SIZE_X + head_pos_x + 1'd1) * 2'd3;
wire [POSBITS-1:0] head_pos_l = (head_pos_y * SIZE_X + head_pos_x - 1'd1) * 2'd3;
wire [2:0] tail_cell = {field[tail_pos + 2'd2], field[tail_pos + 1'd1], field[tail_pos]};
wire [2:0] head_cell = {field[head_pos + 2'd2], field[head_pos + 1'd1], field[head_pos]};
wire [2:0] head_cell_u = {field[head_pos_u + 2'd2], field[head_pos_u + 1'd1], field[head_pos_u]};
wire [2:0] head_cell_d = {field[head_pos_d + 2'd2], field[head_pos_d + 1'd1], field[head_pos_d]};
wire [2:0] head_cell_r = {field[head_pos_r + 2'd2], field[head_pos_r + 1'd1], field[head_pos_r]};
wire [2:0] head_cell_l = {field[head_pos_l + 2'd2], field[head_pos_l + 1'd1], field[head_pos_l]};
wire apple_was_eaten = (((true_dir == 2'd0) & (head_cell_u == 3'd5) & (head_pos_u != tail_pos)) |
                        ((true_dir == 2'd1) & (head_cell_r == 3'd5) & (head_pos_r != tail_pos)) |
                        ((true_dir == 2'd2) & (head_cell_d == 3'd5) & (head_pos_d != tail_pos)) |
                        ((true_dir == 2'd3) & (head_cell_l == 3'd5) & (head_pos_l != tail_pos)));
wire eat_yourself = (true_dir == 2'd0) & (head_cell_u != 3'd0) & (head_cell_u != 3'd5) |
                    (true_dir == 2'd1) & (head_cell_r != 3'd0) & (head_cell_r != 3'd5) |
                    (true_dir == 2'd2) & (head_cell_d != 3'd0) & (head_cell_d != 3'd5) |
                    (true_dir == 2'd3) & (head_cell_l != 3'd0) & (head_cell_l != 3'd5);
wire bump_in_wall = ((true_dir == 2'd0) & (head_pos_y == {YBITS{1'd0}})) |
                    ((true_dir == 2'd1) & (head_pos_x == SIZE_X-1'd1))   |
                    ((true_dir == 2'd2) & (head_pos_y == SIZE_Y-1'd1))   |
                    ((true_dir == 2'd3) & (head_pos_x == {XBITS{1'd0}}));
wire alive = ~(eat_yourself | bump_in_wall);
possible_apple
#(
    .SIZE_X     (SIZE_X),
    .SIZE_Y     (SIZE_Y)
) possible_apple
(
    .seed       (seed),
    .field      (field),
    .apple_pos  (apple_pos)
);
integer ix;
integer iy;
localparam APPLE_POS_X = 5;
localparam APPLE_POS_Y = 5;
localparam APP_POS = (APPLE_POS_Y * SIZE_X + APPLE_POS_X) * 3;
always @(posedge clk)
begin
    if (rst)
    begin
        tail_pos_x <= {XBITS{1'b0}};
        tail_pos_y <= {XBITS{1'b0}};
        head_pos_x <= {XBITS{1'b0}};
        head_pos_y <= {XBITS{1'b0}};
        field <= {FIELD_SIZE{1'b0}};
        true_dir <= 2'd0;
    end
    else if (start)
    begin
        {field[APP_POS + 2'd2], field[APP_POS + 1'd1], field[APP_POS]} <= 3'd5;
        for (iy = 0; iy < SIZE_Y; iy = iy + 1'd1)
        begin
            for (ix = 0; ix < SIZE_X; ix = ix + 1'd1)
            begin
                if (!((ix == APPLE_POS_X) & (iy == APPLE_POS_Y)))
                begin
                    {field[(iy * SIZE_X + ix) * 2'd3 + 2'd2],
                     field[(iy * SIZE_X + ix) * 2'd3 + 1'd1],
                     field[(iy * SIZE_X + ix) * 2'd3]} <= ((1'd0 < ix) & (ix < 4'd5) & (iy == 1'd1)) ? 3'd2 : 3'd0;
                end
            end
        end
        tail_pos_x <= 1'd1;
        tail_pos_y <= 1'd1;
        head_pos_x <= 4'd4;
        head_pos_y <= 1'd1;
        true_dir <= 2'd1;
    end
    else if (step & alive)
    begin
        true_dir <= ((true_dir ^ snake_dir) == 2'd2) ? true_dir : snake_dir;
        {field[head_pos + 2'd2], field[head_pos + 1'd1], field[head_pos]} <= true_dir + 1'd1;
        if (true_dir == 2'd0)            
        begin
            head_pos_y <= head_pos_y - 1'd1;
            {field[head_pos_u + 2'd2], field[head_pos_u + 1'd1], field[head_pos_u]} <= 3'd1;
        end
        else if (true_dir == 2'd1)       
        begin
            head_pos_x <= head_pos_x + 1'd1;
            {field[head_pos_r + 2'd2], field[head_pos_r + 1'd1], field[head_pos_r]} <= 3'd2;
        end
        else if (true_dir == 2'd2)       
        begin
            head_pos_y <= head_pos_y + 1'd1;
            {field[head_pos_d + 2'd2], field[head_pos_d + 1'd1], field[head_pos_d]} <= 3'd3;
        end
        else if (true_dir == 2'd3)       
        begin
            head_pos_x <= head_pos_x - 1'd1;
            {field[head_pos_l + 2'd2], field[head_pos_l + 1'd1], field[head_pos_l]} <= 3'd4;
        end
        if (apple_was_eaten)
        begin  
            {field[apple_pos * 2'd3 + 2'd2], field[apple_pos * 2'd3 + 1'd1], field[apple_pos * 2'd3]} <= 3'd5;
        end
        else
        begin  
            if (tail_cell == 3'd1)
                tail_pos_y <= tail_pos_y - 1'd1;
            else if (tail_cell == 3'd2)
                tail_pos_x <= tail_pos_x + 1'd1;
            else if (tail_cell == 3'd3)
                tail_pos_y <= tail_pos_y + 1'd1;
            else if (tail_cell == 3'd4)
                tail_pos_x <= tail_pos_x - 1'd1;
            {field[tail_pos + 2'd2], field[tail_pos + 1'd1], field[tail_pos]} <= 3'd0;
        end
    end
end
endmodule
==> flow/run.sh <==
#!/bin/bash
# OpenROAD 26Q1-2900-gdf79404cd8, Yosys 0.63+post, stock flow scripts
make -C /OpenROAD-flow-scripts/flow DESIGN_CONFIG=/design/flow/config.mk WORK_HOME=/design/flow/orfs finish
==> flow/config.mk <==
export PLATFORM = sky130hd
export DESIGN_NAME = snake_field
export DESIGN_NICKNAME = snake_field
export VERILOG_FILES = /design/flow/design.v
export SDC_FILE = /design/flow/constraint.sdc
export NUM_CORES = 4
export LEC_CHECK = 1
export CORE_AREA = 10 10 70 70
export DIE_AREA = 0 0 80 80
==> flow/constraint.sdc <==
current_design snake_field

set clk_period 3.3
set clk_io_pct 0.2

create_clock -name clk0 -period $clk_period [get_ports {clk}]

set non_clock_inputs [all_inputs -no_clocks]
set_input_delay [expr $clk_period * $clk_io_pct] -clock clk0 $non_clock_inputs
set_output_delay [expr $clk_period * $clk_io_pct] -clock clk0 [all_outputs]
==> impl_metrics.yaml <==
# synthesis and place-and-route metrics
outcome:
  status: "finished clean"
placement:
  numPortBuffers: 19
  post-dp-hpwl_um: 1220
  place_congestion: 0.714
cts:
  path_clk_slew_ps: 0
  worstSkewPairLatency_ps: 0
  cts-resized-gates: 0
  holdBufCountCts: 0
  post-cts-setup-buffers: 0
cells_and_area:
  layout_top_cell: "conb_1"
  nFillCells: 397
  layout-drive-gt1-share_pct: 4.71
  largest_reg_flops: 1
  utilization_pct: 16.7
  areaGrowthSynthToFinish_pct: 10.9
  top_regs: "field (1)"
  lay_top_cells: "41 x conb_1, 19 x clkdlybuf4s50_1, 5 x nor2_1"
  largest_register: "field"
setup_path:
  critPathMaxStageDelay_ps: 500
  cp_data_arrival_time_ps: 2410
  crit_top_cell: "clkdlybuf4s50_1"
  cp_top_family: "buffers and inverters"
  startpoint_type: "primary input"
  cp.required_ps: 2640
  end_kind: "output port"
  path_buffers: 2
  cp_slowest_cell: "or3_1"
  path_cells: "clkdlybuf4s50_1, or3_1, o21a_1, o21ai_1, clkdlybuf4s50_1"
  reg2reg_setup_slack_ps: 2620
  cp_max_fo: 7
  worst-setup-path-type: "in -> out"
worst_hold_path:
  hold_class: "reg -> reg"
detailed_routing:
  drtPass1Iterations: 4
  drt_iter0_drc: 2
  wl_um: 1320
  drtAntennaViolNets: 0
  post_drt_wl_per_cell_um: 10.1
  antenna_cells: 0
  viasPerCell: 2.72
  drc: 0
  vias: 356
yosys:
  avgSynthCellArea_sq_um: 7.14
  yosys-top-cells-area: "buf_4 66%, dfxtp_1 3.9%, nor2_1 3.6%"
  yosys.area_share.simple_pct: 12.4
  numSynthFlops: 1
  ys_types: 20
  synthAoiAreaFrac_pct: 13.6
  yosys.stat.seqShare_pct: 3.89
  ys_sh_xor_pct: 0
  fa_ha_area_share_pct: 0
  yosysWarnings: 600
  yosys.area.top_type_share_pct: 65.7
  syn-cell-area_sq_um: 514
  synth_top_cell_by_area: "buf_4"
  yosys_cells: 72
  ys_chip_area_sq_um: 514
  logic_family: "buffers and inverters"
  synthCells: 72
  ys_sh_mux_pct: 0
timing:
  hold_viol: 0
  final.min_clock_period_ps: 3070
  finalSetupViolations: 0
  fmax_mhz: 326
  clock_skew_ps: 0
  slew_violations: 0
  rsz0062_at_grt: "false"
  fin_crit_sh_pct: 93.1
  fin_setup_tns_ps: 0
floorplan:
  core_sq_um: 3420
  std_cell_rows: 21
  die_area_sq_um: 6400
  dieWidth_um: 80
  io_pins: 64
  fp_util_pct: 15.1
  die_h_um: 80
global_route:
  grt_pass1_vias: 413
  globalRouteTotalUtil_pct: 3.44
  antenna_found_initial: 0
  grt_pass1_wl_um: 1810
  grt_max_degree: 9
  overflow: 0
run:
  warnings: 31
  max_cap_violations: 0
power:
  ir_drop_v: 0.0000574
  cellLeakagePower_nw: 0.265
  cellPowerDensity_nw_per_um2: 110
==> stage by stage <==
| step | instances | hold WS, ps | power (mW) | setup WS, ps | cell area [sq um] |
|---|---|---|---|---|---|
| finish | 131 | 587 | 0.0630 | 229 | 571 |
| global route | 131 | 629 | 0.0712 | 108 | 571 |
| CTS | 131 | 596 | 0.0661 | 214 | 571 |
| detailed placement | 131 | 590 | 0.0654 | 222 | 571 |
| global placement | 131 | 591 | 0.0660 | 223 | 571 |
| floorplan | 112 | 510 | 0.0657 | 1180 | 664 |
==> layer usage <==
| metal | wire (um) | vias up | track usage (%) |
|---|---|---|---|
| met3 | 222 | 0 | 2.39 |
| met4 | 0 | 0 | 0 |
| met1 | 521 | 145 | 3.76 |
| met2 | 578 | 35 | 5.70 |
| met5 | 0 | - | 0 |
| li1 | - | 176 | - |
==> synthesized netlist by cell type <==
cell      instances
a21oi_1           2
and3_1            1
buf_1             1
buf_4            45
buf_6             1
clkbuf_1          1
conb_1            1
dfxtp_1           1
nand2_1           1
nand2b_1          1
nor2_1            5
nor3_1            2
nor4_2            1
o21a_1            2
o21ai_1           2
o22a_1            1
o22ai_1           1
o311a_2           1
o311ai_0          1
or3_1             1
==> power by group <==
part	internal [mW]	switching (mW)
clock network	0	0
logic	0.0318	0.0162
registers	0.0132	0.00174
total	0.0450	0.0180
==> kinds of logic (layout without fill, tap and decap cells) <==
family / count (synthesis) / in the layout
AND-OR/OR-AND: 10 / 10
buffers and inverters: 48 / 21
flip-flops: 1 / 1
other: 1 / 41
AND/OR/NAND/NOR: 12 / 12
==> final timing paths <==
check | start | endpoint | depth (start not counted)
worst min register to register | field[34] | field[34] | 2
worst max-delay path | seed[6] | apple_pos[0] | 5
worst min-delay path | field[34] | field[34] | 2
worst max register to register | field[34] | field[34] | 2
==> area by class of cell <==
type / count / area (sq um) / area share, %
Sequential cell: 1 / 20.0 / 3.51
Timing Repair Buffer: 21 / 205 / 36.0
Multi-Input combinational cell: 63 / 288 / 50.4
Tap cell: 46 / 57.6 / 10.1
==> worst register-to-register path, delay by kind of cell (launching register included) <==
kind             cells  cell delay (ps)
DFF                  1              440
and+or+nand+nor      2              170
Power and IR drop assume default switching activity.
