$ cat flow/config.mk
export PLATFORM = sky130hd
export DESIGN_NAME = colors
export DESIGN_NICKNAME = colors
export VERILOG_FILES = /design/flow/design.v
export SDC_FILE = /design/flow/constraint.sdc
export NUM_CORES = 4
export LEC_CHECK = 1
export CORE_AREA = 10 10 70 70
export DIE_AREA = 0 0 80 80
$ cat flow/constraint.sdc
current_design colors

set clk_period 1.1
set clk_io_pct 0.2

create_clock -name clk0 -period $clk_period

set non_clock_inputs [all_inputs -no_clocks]
set_input_delay [expr $clk_period * $clk_io_pct] -clock clk0 $non_clock_inputs
set_output_delay [expr $clk_period * $clk_io_pct] -clock clk0 [all_outputs]
$ cat flow/design.v
module colors (
    input           grid_point_inside,
    input   [2:0]   grid_cell_type,
    output  [7:0]   red,
    output  [7:0]   green,
    output  [7:0]   blue
);
wire [23:0] snake_color_u = {8'h00, 8'h00, 8'hAA};
wire [23:0] snake_color_r = {8'hAA, 8'h00, 8'h00};
wire [23:0] snake_color_d = {8'h00, 8'hAA, 8'h00};
wire [23:0] snake_color_l = {8'hAA, 8'hAA, 8'hAA};
wire [23:0] apple_color = {8'h00, 8'hFF, 8'h00};
wire [23:0] field_color = {8'h00, 8'h00, 8'h00};
wire [23:0] back_color  = {8'h20, 8'h60, 8'h40};
assign {red, green, blue} = grid_point_inside & (grid_cell_type == 3'd1) ? snake_color_u :
                            grid_point_inside & (grid_cell_type == 3'd2) ? snake_color_r :
                            grid_point_inside & (grid_cell_type == 3'd3) ? snake_color_d :
                            grid_point_inside & (grid_cell_type == 3'd4) ? snake_color_l :
                            grid_point_inside & (grid_cell_type == 3'd5) ? apple_color :
                            grid_point_inside & (grid_cell_type == 3'd0) ? field_color :
                            back_color;
endmodule
$ cat flow/run.sh
#!/bin/bash
# OpenROAD 26Q1-2900-gdf79404cd8, Yosys 0.63+post, stock flow scripts
make -C /OpenROAD-flow-scripts/flow DESIGN_CONFIG=/design/flow/config.mk WORK_HOME=/design/flow/orfs finish
==> run notes <==
run metrics: ANT nets after route=0, Gate Count Post-Synth=35, First-pass DRT Iterations=2, hold path cells=3, clk_buf instances=0, Syn Area/Cell=7.22 µm², most common cell in the netlist=buf_4, fin cells=99, met1 Use GR=2.18%, register area=0 µm², min cycle time layout=1190 ps, Total GRT Usage=2.19%, fill cell count=395, vias=259, global-route wire length before repair=1200 µm, I/O pins=28, Setup TNS Final=-558 ps, sequential fraction of the synthesis area=0%, Core Box Area=3420 µm², vias in the first global route=262, final WL=816 µm, floorplan-stage core utilization=7.40%, post-synth cell types=13, # diodes=0, synth cell count leaders=buf_4 (16), nand2_1 (4), cell type with the largest total area=buf_4, initial antenna violation count=0, vias per cell=2.62, M2 GR Usage=3.69%, GRT Max-Usage Layer=met2, PwrDens=302 nW/µm², num sequential=0, DRC violations left=0, IO Port Bufs=21, Worst EP required=880 ps, CP Launch Type=primary input, Area leader share=47.5%, CP cell instances=buf_8, buf_6, xnor2_2, nor3b_2, buf_4, buf_2, HPWL after detailed placement=690 µm, slowest CP cell=nor3b_2, Min-Delay Path Class=in2out, final worst slack=-87.1 ps, yosys cell count=35, Crit Path Class=in2out, Chip Area=6400 µm², CP delay by family, top=buffers and inverters, initial DRC count=5, Setup-failing EPs final=10, CP max stage delay=180 ps, failing checks=negative setup slack, Final Wtd Congestion=0.728, critical path depth=6, Top area cell types=buf_4 (48%), buf_6 (8.9%), xnor2_1 (6.9%), nand2_1 (5.9%), nor3b_1 (5.9%), Hold Vio Cnt, Final=0, critical path arrival=970 ps, Post-Syn Area=253 µm², CP Buf/Inv Count=4, outcome=finished, violations left, DIE WIDTH=80 µm, Routed wire per std cell=8.24 µm, Die Span Y=80 µm, largest net degree at the start of global routing=8, chip area in the Yosys report=253 µm², crit-path max FO=3, RSZ-0062 raised after global routing=true, OpenROAD warning count=34, layout cells sized above 1=71.7%, row count=21, worst vdd ir=0.0482 mV, Slew Limit Fails=0, grt met3 use=1.82%, fin util=14.1%, Syn-to-layout area delta=91.1%, DP Cell Count=95, Static Leakage=0.250 nW, total gr overflow=0, Fmax achieved=0.842 GHz, crit end category=primary output, final worst-path cycle share=108%, Syn. warnings=0, max-cap viol count=0
[placed cells by master, fill, tap and decap left out]
master	netlist	routed
buf_2	0	12
buf_6	2	8
conb_1	1	7
buf_4	16	6
nor3b_2	1	3
nand2_1	4	3
xnor2_2	0	2
nand2b_4	0	2
buf_8	0	2
o21ai_0	1	1
nand3b_1	1	1
o21ai_4	0	1
and4b_1	1	1
nand2_2	0	1
a31oi_1	1	1
dlygate4sd2_1	0	1
clkbuf_2	0	1
[final timing paths]
path | start | endpoint | slack (ps)
worst min-delay path | grid_cell_type[0] | red[5] | 800
worst max-delay path | grid_cell_type[2] | blue[7] | -90
[where the power goes]
group          switching (mW)  internal (mW)
Clock                       0              0
Sequential                  0              0
Combinational          0.0513         0.0947
Total                  0.0513         0.0947
[cells by family after synthesis]
| group | synth area share [%] |
|---|---|
| compound gates | 6.43 |
| simple gates | 28.7 |
| xor+xnor | 6.93 |
| other cells | 1.48 |
| buf+inv | 56.4 |
[timing repair]
action | 4_1_cts | 5_1_grt
gates resized | 79 | 9
endpoints found under the setup margin | 17 | 17
setup buffers | 5 | 0
hold buffers | 0 | 0
pin swaps | 7 | 5
[stage by stage]
stage | total power [mW] | hold slack (ps) | area, µm² | setup slack [ps]
floorplan | 0.0730 | 455 | 275 | 88.1
CTS | 0.136 | 808 | 448 | -116
global placement | 0.130 | 1500 | 438 | -841
detailed placement | 0.131 | 1500 | 438 | -878
finish | 0.146 | 796 | 483 | -87.1
global route | 0.162 | 834 | 483 | -139
[final cells by class]
type | count | area, µm² | area share, %
well taps | 46 | 57.6 | 11.9
multi-input cells | 23 | 186 | 38.6
repair buffers | 30 | 239 | 49.5
[metal layers]
| layer | part of all wire [%] | vias to the layer above |
|---|---|---|
| met4 | 0 | 0 |
| met1 | 35 | 112 |
| met2 | 42 | 19 |
| li1 | - | 128 |
| met3 | 23 | 0 |
| met5 | 0 | - |
Power and IR drop assume default switching activity.
