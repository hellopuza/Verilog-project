==> design/flow/design.v <==
module grid
#(
    parameter   SIZE_X         = 8'd10,
    parameter   SIZE_Y         = 8'd10,
    parameter   CELL_SIZE      = 4'd10,
    parameter   LINE_THICKNESS = 4'd1,
    parameter   CELL_BITS      = 4'd1,
    parameter   XBITS          = $clog2(SIZE_X),
    parameter   YBITS          = $clog2(SIZE_Y),
    parameter   GDBITS         = CELL_BITS * SIZE_X * SIZE_Y
)
(
    input   [9:0]           pos_x,
    input   [9:0]           pos_y,
    input   [9:0]           point_pos_x,
    input   [9:0]           point_pos_y,
    input   [GDBITS-1:0]    data,
    output  [XBITS-1:0]     cell_pos_x,
    output  [YBITS-1:0]     cell_pos_y,
    output                  point_inside,
    output  [CELL_BITS-1:0] cell_type
);
localparam size_x = SIZE_X * CELL_SIZE;
localparam size_y = SIZE_Y * CELL_SIZE;
assign point_inside = (point_pos_x >= pos_x) & (point_pos_x < pos_x + size_x - LINE_THICKNESS) &
                      (point_pos_y >= pos_y) & (point_pos_y < pos_y + size_y - LINE_THICKNESS);
wire [9:0] bias_x = point_pos_x - pos_x;
wire [9:0] bias_y = point_pos_y - pos_y;
wire [XBITS-1:0] indexes_x [SIZE_X-1:0];
wire [YBITS-1:0] indexes_y [SIZE_Y-1:0];
assign indexes_x[0] = (bias_x >= 0) & (bias_x < CELL_SIZE - LINE_THICKNESS) ? {XBITS{1'd0}} : SIZE_X;
assign indexes_y[0] = (bias_y >= 0) & (bias_y < CELL_SIZE - LINE_THICKNESS) ? {YBITS{1'd0}} : SIZE_Y;
genvar Gi;
generate for (Gi = 1; Gi < SIZE_X; Gi = Gi + 1)
begin: loop_x
    assign indexes_x[Gi] = (bias_x >= Gi * CELL_SIZE) &
                           (bias_x < (Gi + 1) * CELL_SIZE - LINE_THICKNESS) ? Gi : indexes_x[Gi - 1];
end
endgenerate
generate for (Gi = 1; Gi < SIZE_Y; Gi = Gi + 1)
begin: loop_y
    assign indexes_y[Gi] = (bias_y >= Gi * CELL_SIZE) &
                           (bias_y < (Gi + 1) * CELL_SIZE - LINE_THICKNESS) ? Gi : indexes_y[Gi - 1];
end
endgenerate
assign cell_pos_x = indexes_x[SIZE_X-1];
assign cell_pos_y = indexes_y[SIZE_Y-1];
localparam INDBITS = $clog2(GDBITS);
wire [INDBITS-1:0] index = (cell_pos_x == SIZE_X) | (cell_pos_y == SIZE_Y) ? SIZE_Y * SIZE_X * CELL_BITS :
                           (cell_pos_y * SIZE_X + cell_pos_x) * CELL_BITS;
generate for (Gi = 0; Gi < CELL_BITS; Gi = Gi + 1)
begin: loop_cell
    assign cell_type[Gi] = (index == SIZE_Y * SIZE_X * CELL_BITS) ? {CELL_BITS{1'b0}} : data[index + Gi];
end
endgenerate
endmodule
==> design/flow/run.sh <==
#!/bin/bash
# OpenROAD 26Q1-2900-gdf79404cd8, Yosys 0.63+post, stock flow scripts
make -C /OpenROAD-flow-scripts/flow DESIGN_CONFIG=/design/flow/config.mk WORK_HOME=/design/flow/orfs finish
==> design/flow/config.mk <==
export PLATFORM = sky130hd
export DESIGN_NAME = grid
export DESIGN_NICKNAME = grid
export VERILOG_FILES = /design/flow/design.v
export SDC_FILE = /design/flow/constraint.sdc
export NUM_CORES = 4
export LEC_CHECK = 1
export CORE_UTILIZATION = 30
==> design/flow/constraint.sdc <==
current_design grid

set clk_period 16.4
set clk_io_pct 0.2

create_clock -name clk0 -period $clk_period

set non_clock_inputs [all_inputs -no_clocks]
set_input_delay [expr $clk_period * $clk_io_pct] -clock clk0 $non_clock_inputs
set_output_delay [expr $clk_period * $clk_io_pct] -clock clk0 [all_outputs]
==> flow_summary.toml <==
# yosys + openroad results
[status]
status = "finished clean"

[synth]
synth_warnings = 1
netlist_instances = 615
syn-cell-area_sq_mm = 0.00443
aoi_share = 0.348
syn_avg_cell_area_sq_um = 7.20
synthXorXnorAreaFrac = 0.0822
synthTopLogicFamily = "AND-OR/OR-AND gates"
synth_cell_types = 86
yosys.area_share.simple = 0.232
ys_cells = 615
ys_area_sq_mm = 0.00443
ys_sh_adder = 0.156
ys_sh_mux = 0.0984
ys_seq_share = 0

[hold_path]
holdPathEnd = "point_inside"
min_path_type = "in -> out"
hp-start = "point_pos_y[8]"
whs_path_depth = 4

[power]
vdd_ir_drop_max_uv = 21.2
p_leak_uw = 0.00247
pwr_density_cell_mw_per_mm2 = 48.1

[route]
n_antenna_cell = 0
firstDrtPassIters = 4
ant_nets = 0
routedWlPerCell_um = 15.6
via_per_inst = 5.50
num_vias = 5100
drt-initial-drc-count = 412
drc = 0
wl_um = 14500

[worst_setup_path]
crit_family = "AND-OR/OR-AND gates"
crit_type = "in -> out"
worst_setup_path_end_kind = "output pin"
cp.required_ns = 13.12
crit_chain = "clkdlybuf4s50_1 > ha_1 > fa_1 > nand2b_4 > a21oi_1 > o21a_1 > o21ai_1 > a211o_1 > o2111a_2 > o31ai_1 > fa_1 > a31o_2 > nor3_2 > nand2_1 > a221o_1 > o2111ai_1 > o211ai_1 > o211ai_1 > clkdlybuf4s50_1"
crit_path_top_delay_cell = "fa_1"
max_stage_delay_ns = 0.70
cp-start-kind = "primary input"
crit_buf_inv = 2
crit_cells = 19
cp_max_fo = 11
cp.arrival_ns = 9.63

[global_route]
grt_max_degree = 32
gr-total-overflow = 0
track_usage = 0.186
grt_pass1_vias = 4608
grt_pass1_wl_um = 22600
grt_antenna_before_repair = 0

[die]
die_area_sq_mm = 0.0152
pin_count = 150
die_w_um = 123
rows = 44
coreArea_sq_mm = 0.0145
fp_util = 0.306
fp.dieH_um = 123

[run]
maxCapViolations = 0
warnings = 34

[sta]
fmax_mhz = 77.4
max_slew_margin = 0.428
finalClockPeriodUsage = 0.787
setup_violations = 0
post-route-min-period_ns = 12.91
finalHoldViolCount = 0
final_max_slew_viol_count = 0
rsz0062_at_grt = "false"
tns_ns = 0
worstMarginPinSlew_ns = 0.851

[layout]
final_cells = 928
flop_area_sq_um = 0
flop-count = 0
area_growth_pct = 35.9
final_layout_size_suffix_gt1_frac = 0.0699
nClkBuffers = 0

[cts]
hold_buffers = 0
cts-resized-gates = 0
cts_setup_buffers = 0

[placed_design]
dp_cells = 928
dpl.hpwl_um = 12000
io_buffers = 150
gp_congestion = 0.908
placed cells by master (no fill, tap or decap), types with 7 or more instances in the layout:
cell type        Yosys  layout
nand3_1             24      24
ha_1                48      48
nand2_1             45      45
o21ai_0             41      41
o211ai_1            12      12
a21o_1              12      12
a21oi_1             37      37
or3_1                8       8
nor2_1              45      45
xor2_1              10      10
o21a_1               9       9
mux2_2              12      12
a31oi_1             10      10
inv_1               46      46
xnor2_1             26      26
nor3_1              16      15
nor2b_1              7       7
mux2i_1             30      30
clkdlybuf4s50_1      0     150
o2111ai_1            8       8
nand2b_1             8       8
synthesized netlist by cell type, types with 10 or more instances:
cell / number / area (sq um)
ha_1: 48 / 601
a21o_1: 12 / 90.1
xnor2_1: 26 / 228
nand2_1: 45 / 169
a21oi_1: 37 / 185
nor3_1: 16 / 80.1
mux2_2: 12 / 135
inv_1: 46 / 173
o211ai_1: 12 / 90.1
nor2_1: 45 / 169
xor2_1: 10 / 87.6
o21ai_0: 41 / 205
nand3_1: 24 / 120
mux2i_1: 30 / 300
a31oi_1: 10 / 62.6
buf_2: 10 / 50.1
metrics by stage:
step                hold WS, ns  utilization  total power, uW  instance area (sq um)  setup slack (ns)
finish                     7.65        0.415              289                   6010              3.49
detailed placement         7.66        0.415              288                   6010              3.46
CTS                        7.67        0.415              289                   6010              3.44
global route               7.73        0.415              321                   6010              3.00
floorplan                  6.70            -              198                   4430              5.28
global placement           7.68        0.415              288                   6010              3.48
layout make-up:
class	count	area, sq um
Tap cell	184	230
Timing Repair Buffer	156	1550
Fill cell	1430	8460
Multi-Input combinational cell	542	4070
Inverter	46	173
metal layers:
metal  share of wire  up-vias  wire length, um  global-route usage
li1                -     2594                -                   -
met1            0.46     2308             6620               0.260
met2            0.45      178             6520               0.311
met3           0.073       20             1060              0.0198
met4           0.018        0              260              0.0309
met5               0        -                0                   0
worst max-delay path by stage:
| stage | start | endpoint |
|---|---|---|
| CTS | pos_y[0] | cell_type[0] |
| global route | pos_y[0] | cell_type[0] |
| finish | pos_y[0] | cell_type[0] |
where the power goes:
group          total [uW]  leakage, uW  internal (uW)  switching (uW)
sequential              0            0              0               0
clock                   0            0              0               0
combinational         289      0.00247            129             161
total                 289      0.00247            129             161
cells by family after synthesis:
logic type / count (synthesis)
adder cells (fa/ha/maj): 53
multiplexers: 42
buffers and inverters: 73
XOR/XNOR: 39
AND-OR/OR-AND: 211
AND/OR/NAND/NOR: 197
No activity file was given, so power comes from the tool's default toggle rates.
